`flow/run.sh`:
```
#!/bin/bash
# OpenROAD 26Q1-2900-gdf79404cd8, Yosys 0.63+post, stock flow scripts
make -C /OpenROAD-flow-scripts/flow DESIGN_CONFIG=/design/flow/config.mk WORK_HOME=/design/flow/orfs finish
```
`flow/config.mk`:
```
export PLATFORM = sky130hd
export DESIGN_NAME = parallel
export DESIGN_NICKNAME = parallel
export VERILOG_FILES = /design/flow/design.v
export SDC_FILE = /design/flow/constraint.sdc
export NUM_CORES = 4
export LEC_CHECK = 1
export CORE_AREA = 10 10 70 70
export DIE_AREA = 0 0 80 80
```
`flow/constraint.sdc`:
```
current_design parallel

set clk_period 1.0
set clk_io_pct 0.2

create_clock -name clk0 -period $clk_period [get_ports {ck}]

set non_clock_inputs [all_inputs -no_clocks]
set_input_delay [expr $clk_period * $clk_io_pct] -clock clk0 $non_clock_inputs
set_output_delay [expr $clk_period * $clk_io_pct] -clock clk0 [all_outputs]
```
`flow/design.v`:
```
module parallel
	#(parameter NBITS = 12)
	(in, ld, out, ck);
input [NBITS-1:0]in;
input ld, ck;
output reg [NBITS-1:0]out;
always @(posedge ck)
	if (ld == 1'b1) out <= in;
endmodule
```
==> tab_implementation.tex <==
% Generated from flow reports
\begin{tabular}{lr}
\hline
Metric & Value \\
\hline
\multicolumn{2}{l}{\textbf{Status}} \\
Run status & completed \\
\multicolumn{2}{l}{\textbf{Clock network}} \\
\# Post-CTS Setup Buffers & 0 \\
Clock edge transition at the registers on the reported setup and hold paths & approximately 0.070 ns \\
Maximum count of clock buffers along a single path & 2 \\
TritonCTS buffer count & 3 \\
CTS Root Buffer Type & sky130\_fd\_sc\_hd\_\_clkbuf\_4 \\
Number of hold buffers added after cts & 0 \\
CTS H-Tree Depth & 1 \\
CTS tree & done \\
CTS sink cnt & 12 \\
\multicolumn{2}{l}{\textbf{Pwr}} \\
Peak ir drop on the vdd network & between 0.2 and 0.3 mV \\
Total power per unit cell area & about 1500 mW/mm2 \\
Leakage dissipation & around 0.24 nW \\
Pwr Total & a little under 1 mW \\
\multicolumn{2}{l}{\textbf{Setup path}} \\
CP peak stage delay & approximately 0.37 ns \\
Slowest stage cell, crit path & sky130\_fd\_sc\_hd\_\_edfxtp\_1 \\
Critical path launch point type & flip-flop \\
Worst path top cell family by delay & flip-flops \\
Crit path DRT & 0.80 ns \\
Crit end category & output port \\
Category of the most critical setup path & flip-flop to output port \\
Crit. path cell count & 1 \\
Cell breakdown of the critical path & buf\_2 \\
Worst Path Arrival & about 0.74 ns \\
Buf/Inv on CP & 1 \\
Largest fanout on the critical path & 1 \\
\multicolumn{2}{l}{\textbf{Synth}} \\
Syn avg cell area & between 30 and 40 um2 \\
Register share after synthesis & around 100\% \\
Tally of yosys warning messages & 1 \\
Simple-Gate Area Share & 0\% \\
Complex Gates by Area & 0\% \\
Synth Cell Area & 360.3 um2 \\
YS chip area & 360.3 um2 \\
Share of synthesized area spent on multiplexers & 0\% \\
Flops after synth & 12 \\
Adder share & 0\% \\
Unique masters post-synth & 1 \\
Cell count listed in synth\_stat.txt & 12 \\
Area share of xor/xnor cells in the synthesized design & 0\% \\
Post-synthesis cell count & 12 \\
\multicolumn{2}{l}{\textbf{Final timing}} \\
Post-layout minimum cycle time & approximately 0.94 ns \\
Number of pins with negative max-slew slack in the final report & 0 \\
Post-route clock period utilization & about 94\% \\
Setup violation total in the final timing report & 0 \\
Setup repair after global routing missed its margin & no \\
Slew of the pin with the lowest slew margin & around 0.092 ns \\
Final critical-path setup slack & between 0.05 and 0.06 ns \\
Max-Slew Margin vs Limit & a little over nine tenths \\
Achievable frequency & about 1.1 GHz \\
Final hold viol count & 0 \\
\multicolumn{2}{l}{\textbf{Drt}} \\
Post-detailed-routing wire length & $\sim$900 um \\
Routed WL per cell & 10.07 um \\
Vias per cell & between 2 and 3 \\
Remaining antenna violation count & 0 \\
Drc violations & 0 \\
Antenna diodes & 0 \\
Count of TritonRoute iterations in the first routing pass & 3 \\
Initial detailed-routing violation count & 18 \\
Detailed-route via count & $\sim$230 \\
\multicolumn{2}{l}{\textbf{Place}} \\
Count of placed standard cells including taps & around 85 \\
Quantity of I/O buffers inserted on ports & 25 \\
Post-DP HPWL & around 760 um \\
Pre-CTS setup slack & -0.1424 ns \\
Final RePlAce weighted congestion & just over 0.7 \\
\multicolumn{2}{l}{\textbf{Floorplan}} \\
Die ar. & about 0.0064 mm2 \\
Die Y-Extent & around 80 um \\
Fp util & 10.55\% \\
Number of top-level pins & 26 \\
Core Region & between 0.003 and 0.004 mm2 \\
Die outline width & roughly 80 um \\
Floorplan row count & 21 \\
\multicolumn{2}{l}{\textbf{Final layout}} \\
Largest register by flop count & out \\
Biggest regs & out: 12 flops \\
Fill cell instance count of the final layout & about 380 \\
Number of standard cells in the layout, taps in and fillers out & $\sim$89 \\
Share of post-route cells with drive strength above 1 & around 40\% \\
Gate Area & 0 um2 \\
\#MultiIn Comb & 0 \\
Area overhead of the layout relative to synthesis & 80.21\% \\
Flip-flop count of the largest register after layout & 12 \\
\multicolumn{2}{l}{\textbf{Global route}} \\
Via count of the first global-routing pass & 277 \\
Overall overflow remaining after global route & 0 \\
Antenna violations before repair & 0 \\
First-pass GRT wire length & about 1300 um \\
Total Routing Usage GR & 2.501\% \\
Pin count of the biggest net entering global routing & 8 \\
\multicolumn{2}{l}{\textbf{Min path}} \\
Class of the tightest hold or removal check & primary input to flip-flop \\
Worst hold path depth & 1 \\
\multicolumn{2}{l}{\textbf{Run}} \\
Total tool warning count & 25 \\
Number of max-cap violations & 0 \\
\hline
\end{tabular}
-- area by class of cell --
type	instances	area (um2)	area share (%)
tap	46	57.56	8.863
timing repair buffer	27	205.2	31.60
sequential	12	360.3	55.49
clock inverter	1	3.754	0.5780
clock buffer	3	22.52	3.468
-- cells in the mapped netlist --
library cell | number | area, um2
sky130_fd_sc_hd__edfxtp_1 | 12 | 360.4
-- cells in the final DEF, fill, tap and decap left out --
cell type and instances:
sky130_fd_sc_hd__buf_2 12, sky130_fd_sc_hd__buf_4 2, sky130_fd_sc_hd__clkbuf_4 3, sky130_fd_sc_hd__clkdlybuf4s50_1 13
sky130_fd_sc_hd__clkinv_1 1, sky130_fd_sc_hd__edfxtp_1 12
-- logic make-up after synthesis --
family / after synthesis
flops: 12
-- layer usage --
| metal | wire length, um | track usage, % |
|---|---|---|
| met1 | 383 | 2.596 |
| met2 | 347 | 3.852 |
| met3 | 131 | 1.477 |
| met4 | 34 | 1.408 |
| met5 | 0 | 0 |
-- metrics by stage --
step	hold slack (ns)	utilization [%]	area, um2	setup TNS (ns)
4_1_cts	0.4832	19.01	649.4	0
2_1_floorplan	0.2989	-	360.3	0
5_1_grt	0.4780	19.01	649.4	0
3_3_place_gp	0.7553	20.00	683.2	-1.529
6_report	0.4905	19.01	649.4	0
3_5_place_dp	0.7589	20.00	683.2	-1.693
-- report_power, final --
group	leakage (nW)	internal, mW	switching [mW]	total (mW)
logic	0.108	0.0719	0.0214	0.0933
clock network	0.0154	0.144	0.139	0.283
registers	0.117	0.597	0.00769	0.604
-- timing repair --
| item | in CTS | in global routing |
|---|---|---|
| resized | 36 | 0 |
| setup endpoints to repair | 12 | 0 |
| endpoints found under the hold margin | 0 | 0 |
-- worst paths after layout --
path                        startpoint           endpoint  slack [ns]
worst min-delay path            in[11]  out[11]$_DFFE_PP_        0.49
worst max-delay path  out[3]$_DFFE_PP_             out[3]        0.06
Power and IR drop assume default switching activity.
